$ cat flow/config.mk
export PLATFORM = sky130hd
export DESIGN_NAME = uart_tx
export DESIGN_NICKNAME = uart_tx
export VERILOG_FILES = /design/flow/design.v
export SDC_FILE = /design/flow/constraint.sdc
export NUM_CORES = 4
export LEC_CHECK = 1
export CORE_AREA = 10 10 79 79
export DIE_AREA = 0 0 89 89
$ cat flow/constraint.sdc
current_design uart_tx

set clk_period 1.0
set clk_io_pct 0.2

create_clock -name clk0 -period $clk_period [get_ports {tx_clk}]

set non_clock_inputs [all_inputs -no_clocks]
set_input_delay [expr $clk_period * $clk_io_pct] -clock clk0 $non_clock_inputs
set_output_delay [expr $clk_period * $clk_io_pct] -clock clk0 [all_outputs]
$ cat flow/design.v
`timescale 1ns / 1ps
module uart_tx
(
    input [7:0] tx_i_data,  
    input tx_i_data_valid,  
    input tx_clk,  
    input tx_en,  
    output reg tx_o_ready,  
    output reg tx_o  
);
    reg [2:0] state; 
    reg [2:0] next; 
    reg [7:0] transmit_data;
    reg tx_done, parity;
    reg [3:0] count;
    reg [7:0] PISO_din;
    reg PISO_shift_load;
    wire PISO_dout;
    PISO shift_reg
    				(
    					.d_in(PISO_din),
    					.shift_load(PISO_shift_load),
    					.rst(!tx_en),
    					.clk(tx_clk),
    					.d_out(PISO_dout)
    				);
    parameter IDLE = 3'h0, DATA_START = 3'h1, DATA_OUT = 3'h2, PARITY = 3'h3, DATA_STOP = 3'h4, RESET = 3'h5;
    always@(*) begin
    	case (state)
    		IDLE : begin
    			next = tx_i_data_valid ? DATA_START : IDLE;
    		end
    		DATA_START : begin
    			next = tx_clk ? DATA_OUT : DATA_START;
    		end
    		DATA_OUT : begin
    			next = (count == 7) ? PARITY : DATA_OUT;
    		end
    		PARITY : begin
    			next = (tx_o == parity)  ? DATA_STOP : PARITY;
    		end
    		DATA_STOP : begin
    			next = tx_done ? RESET : DATA_STOP;
    		end
    		RESET : begin
    			next = IDLE;
    		end
    		default : begin
    			next = IDLE;
    		end
    	endcase
    end
    always @(*) begin
    	if(!tx_en) begin
    		tx_o_ready = 1'b0;
    		tx_o = 1'b0;
    	end
    	else begin
    		case (state)
    			IDLE : begin
    				tx_o = 1'b1;
    				tx_o_ready = 1'b1;
    				if (tx_i_data_valid) begin
    					transmit_data = tx_i_data;
    					PISO_din = transmit_data;
    				end
    			end
    			DATA_START : begin
    				tx_o = 1'b0;
    				PISO_shift_load = 1'b0;
    				tx_o_ready = 1'b0;
    			end
    			DATA_OUT : begin
    				PISO_shift_load = 1'b1;
    				tx_o = PISO_dout;
    				parity = ^transmit_data;
    				tx_o_ready = 1'b0;
    			end
    			PARITY : begin
    				tx_o = parity;
    				count = 1'b0;
    				tx_o_ready = 1'b0;
    			end
    			DATA_STOP : begin
    				tx_o = 1'b1;
    				tx_done = 1'b1;
    				tx_o_ready = 1'b0;
    			end
    			RESET : begin
    				count = 0;
    				transmit_data = 0;
    				PISO_din = 0;
    				tx_o = 1'b1;
    				tx_o_ready = 1'b1;
    			end
    		endcase
    	end
    end
    always @(posedge tx_clk) begin
    	if (!tx_en) begin
    		state <= IDLE;
    		count <= 1'b0;
    	end
    	else begin
    		state <= next;
    		if (state == DATA_OUT)
    			count <= count + 1;
    		else
    			count <= 1'b0;
    	end
    end
endmodule
module PISO
(
	input [7:0] d_in,
	input shift_load,
	input rst,
	input clk,
	output reg d_out
);
	logic [7:0] q;
	genvar i;
	generate 
		for (i = 0; i < 8; i++) begin
			if (i == 0) begin : first_PISO
				Single_PISO PISO0 
				(
					.din(0),
					.dinnext(d_in[i]),
					.shift_load(shift_load),
					.rst(rst),
					.clk(clk),
					.dout(q[i])
				);
			end
			else begin : successive_PISO
				Single_PISO PISO1	
				(
					.din(q[i-1]),
					.dinnext(d_in[i]),
					.shift_load(shift_load),
					.rst(rst),
					.clk(clk),
					.dout(q[i])
				);
			end
		end
	endgenerate
	assign d_out = q[7];
endmodule
module Single_PISO(
	input din,
	input dinnext,
	input shift_load,
	input rst,
	input clk,
	output reg dout
);
	always @(posedge clk) begin
		if (rst)
			dout <= 0;
		else
			dout <= ((din & shift_load) | (dinnext & !shift_load));
	end
endmodule
$ cat flow/run.sh
#!/bin/bash
# OpenROAD 26Q1-2900-gdf79404cd8, Yosys 0.63+post, stock flow scripts
make -C /OpenROAD-flow-scripts/flow DESIGN_CONFIG=/design/flow/config.mk WORK_HOME=/design/flow/orfs finish
==> results.tsv <==
metric	value	unit
status	finished, final reports clean	
Top cells excl fill/tap	nor2b_1, dfxtp_1, dlxtn_1, clkdlybuf4s50_1, clkbuf_8	
slowest stage delay, CP	0.46	ns
most numerous logic cell after layout	nor2b_1	
skew final	0.00123	ns
Top-area cell share	33.6	%
Ys Warns	12	
total length of routed wires	1.54	mm
count of unclocked register or latch pins	12	
crit start category	primary input	
Routed wire per std cell	9.77	um
Initial DRC Count	5	
Unique cell types	21	
Comb pwr share	12.4	%
CP Capture Type	flip-flop	
crit-path max FO	17	
WP data arrival	1.00	ns
endpoints left unconstrained	14	
switching power	455	uW
Port Buf Inserts	12	
Rel. slew slack	71.7	%
HP Class	clock port to flip-flop	
area leader, netlist	dfxtp_1	
Reg power frac	38.1	%
vias in the first global route	632	
largest net degree at the start of global routing	18	
area reported by Yosys stat	833	um^2
Setup CP Type	primary input to flip-flop	
Initial DRT Pass Iterations	4	
period utilisation layout	73.1	%
Die Span Y	89	um
full die area	0.00792	mm^2
switching part of the total	22.4	%
DRC violation count after routing	0	
# setup viols final	0	
worst path bufs/invs	2	
number of vias per cell	3.70	
gr ovfl total	0	
Syn Std Cell Area	833	um^2
TritonCTS clock tree	done	
I/O pin total	13	
Slew Limit Fails	0	
Worst Tran Pin Value	0.423	ns
HPWL after detailed placement	1.10	mm
Initial Util	17.9	%
Final Wtd Congestion	0.754	
gr usage total	4.06	%
internal power	1580	uW
Max Cap Viol	0	
Gate Count Post-Synth	82	
Clock power frac	49.5	%
Worst Hold Slack	0.0567	ns
via count	585	
Layout area overhead	37.7	%
cts repair resizes	0	
proportion of layout cells with a drive suffix above 1	11.5	%
ANT cells	0	
postcts setup bufs	0	
Hold Vio Cnt, Final	0	
mean post-synth cell area	10.2	um^2
Power Total	2030	uW
yosys cell count	82	
ANT nets after route	0	
CTS clock-pin slew for the worst setup and hold paths	0.06	ns
slowest library cell on the worst path	clkdlybuf4s50_1	
Cell Chain, Critical Path	clkdlybuf4s50_1, buf_4, a21boi_0	
VDD IR-drop max	680	uV
required time worst endpoint	1.27	ns
Latency at later pin	0.34	ns
Pleak	0.000460	uW
ys flops	26	
initial antenna violation count	0	
cts hold-fix bufs	0	
Pwr Density	1770	mW/mm^2
core area	0.00466	mm^2
chip width	89	um
CP delay by family, top	buffers and inverters	
unrepaired setup endpoints after global routing	no	
min Tclk post-route	0.731	ns
f_max	1370	MHz
global-route wire length before repair	2.64	mm
tool warning count	29	
# rows	25	
biggest area cells	dfxtp_1, dlxtn_1, nor2b_1	
-- stage by stage --
stage,TNS [ns],std cells,util (%),cell area [um^2],worst slack (ns)
2_1_floorplan,0,82,-,833,0.182
3_3_place_gp,-0.479,149,22.2,1030,-0.0671
3_5_place_dp,-0.647,149,22.2,1030,-0.0729
4_1_cts,0,158,24.6,1150,0.258
5_1_grt,0,158,24.6,1150,0.193
6_report,0,158,24.6,1150,0.269
-- per-layer routing --
metal  track usage [%]  up-vias  share of wire [%]
li1                  -      307                  -
met1              5.26      268                 47
met2              6.25        8                 49
met3              1.38        2                2.8
met4              1.30        0               0.65
met5                 0        -                  0
-- cell usage after synthesis, drive strengths merged --
cell type and count:
xnor2 7, inv 2, buf 2, nor2b 17, nor4 1, and2 2
nor3 1, mux2i 7, a21oi 1, dlxtn 12, xor2 1, nor2 2
dfxtp 14, o21ai 2, o211ai 1, nand2 5, a21boi 1, nand2b 1
a221oi 1, and3 2
-- flip-flops by register name, indices dropped and copies added (netlist names) --
name and flops:
shift_reg.genblk1.first_PISO.PISO0.dout 1, parity 1, PISO_shift_load 1, transmit_data 8, state 6, shift_reg.genblk1.successive_PISO.PISO1.dout 7
tx_o_ready 1, tx_o 1
-- power by group through the flow --
stage         Sequential [uW]  Clock (uW)  Combinational, uW
finish                    775        1010                252
CTS                       777        1030                257
global route              787        1070                289
-- final cells by class --
class	instances	area, um^2
tap	54	67.6
sequential	26	460
timing repair buffer	15	143
clock buffer	9	114
fill	477	3510
inverter	2	7.51
multi-input combinational	52	355
-- logic make-up after synthesis --
family / Yosys count / synth area share, %
flops: 14 / 33.6
mux: 7 / 8.41
compound gates: 6 / 4.65
buf+inv: 4 / 2.10
latches: 12 / 21.6
simple gates: 31 / 21.2
xor+xnor: 8 / 8.41
-- worst min-delay path, stage by stage --
cell and delay [ns]:
clkbuf_8 0.10, clkbuf_8 0.11, a21oi_1 0.05, nor2b_1 0.10
-- path summary, 6_finish.rpt --
| check | from | endpoint | slack, ns | depth (start not counted) |
|---|---|---|---|---|
| hold reg to reg | state[1]$_DFF_P_ | state[4]$_DFF_P_ | 0.49 | 1 |
| setup reg to reg | state[3]$_DFF_P_ | state[3]$_DFF_P_ | 0.31 | 2 |
| hold / removal | tx_clk | state[2]$_DFF_P_ | 0.06 | 4 |
| setup / recovery | tx_en | state[3]$_DFF_P_ | 0.27 | 3 |
Power and IR drop assume default switching activity.
