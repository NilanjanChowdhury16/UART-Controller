--- /design/flow/design.v ---
`timescale 1ns / 1ps
module uart_rx(
	input i_rx,  
	input rx_clk,  
	input rx_en,  
	output reg [7:0] rx_o_data,  
	output reg rx_o_data_valid  
    );
    reg rx_done;
    reg [2:0] next, state;
    reg [7:0] rx_data;
    reg parity, data_valid;
    reg [3:0] count;
    reg [2:0] SIPO_count;
    reg [7:0] SIPO_dout;
    reg SIPO_en;
    SIPO register(
    				.din(i_rx),
    				.en(SIPO_en),
    				.clk((&count)),
    				.dout(SIPO_dout)
    );
    parameter IDLE = 3'h0, DATA_START = 3'h1, 
    DATA_IN = 3'h2, DATA_PARITY = 3'h3, DATA_STOP = 3'h4;
    always @(*) begin
        next = state;
        if (rx_en) begin
            case (state)
                IDLE:
                    next = (!i_rx) ? DATA_START : IDLE;
                DATA_START:
                    next = (count == 4'h7) ? ((!i_rx) ? DATA_IN : IDLE) : DATA_START;
                DATA_IN: begin
                    next = rx_done ? DATA_PARITY : DATA_IN;
                    parity = ^rx_o_data;
                end
                DATA_PARITY:
                    next = (count == 4'hf) ? DATA_STOP : DATA_PARITY;
                DATA_STOP:
                    next = (count == 4'hf) ? IDLE : DATA_STOP;
                default:
                    next = IDLE;
            endcase
        end else begin
            next = IDLE;
        end
    end
    always_comb begin
        SIPO_en = (state == DATA_START || state == DATA_IN);
    end
    always_ff @(posedge rx_clk) begin
        if (!rx_en) begin
            count            <= 4'h0;
            state            <= IDLE;
            SIPO_count       <= 4'h0;
            rx_o_data_valid  <= 1'b0;
            rx_o_data        <= 8'h00;
            rx_done          <= 1'b0;
            data_valid       <= 1'b0;
            parity           <= 1'b0;
        end else begin
            state <= next;
            if (state != next)
                count <= 4'h0;
            else
                count <= count + 1;
            if (state == DATA_IN && count == 4'hf)
                SIPO_count <= SIPO_count + 1;
            if (state == DATA_IN && SIPO_count == 3'd7 && count == 4'hf) begin
                rx_o_data <= SIPO_dout;
                rx_done   <= 1'b1;
            end else begin
                rx_done <= 1'b0;
            end
            if (state == DATA_PARITY && count == 4'hf) begin
                data_valid  <= (i_rx == parity);
            end
            if (state == DATA_STOP && count == 4'hf && i_rx && data_valid)
                rx_o_data_valid <= 1'b1;
            else if (state == IDLE)
                rx_o_data_valid <= 1'b0;
            if (state != DATA_IN)
                SIPO_count <= 4'h0;
        end
    end
endmodule
module SIPO(
	input din,
	input en,
	input clk,
	output reg [7:0] dout
	);
	genvar i;
	generate
		for (i = 0; i <= 7; i++) begin
			if (i == 0)
				single_SIPO first_SIPO(
							.din(din),
							.en(en),
							.dout(dout[i]),
							.clk(clk)
				);
			else
				single_SIPO successive_SIPO(
							.din(dout[i-1]),
							.en(en),
							.dout(dout[i]),
							.clk(clk)
				);
		end
	endgenerate
endmodule
module single_SIPO(
	input din,
	input en,
	input clk,
	output reg dout
	);
	always @(posedge clk) begin
		if (en) begin
			dout <= din;
		end
		else begin
			dout <= 1'b0;
		end
	end
endmodule
--- /design/flow/run.sh ---
#!/bin/bash
# OpenROAD 26Q1-2900-gdf79404cd8, Yosys 0.63+post, stock flow scripts
make -C /OpenROAD-flow-scripts/flow DESIGN_CONFIG=/design/flow/config.mk WORK_HOME=/design/flow/orfs finish
--- /design/flow/config.mk ---
export PLATFORM = sky130hd
export DESIGN_NAME = uart_rx
export DESIGN_NICKNAME = uart_rx
export VERILOG_FILES = /design/flow/design.v
export SDC_FILE = /design/flow/constraint.sdc
export NUM_CORES = 4
export LEC_CHECK = 1
export CORE_AREA = 10 10 91 91
export DIE_AREA = 0 0 101 101
--- /design/flow/constraint.sdc ---
current_design uart_rx

set clk_period 2.6
set clk_io_pct 0.2

create_clock -name clk0 -period $clk_period [get_ports {rx_clk}]

set non_clock_inputs [all_inputs -no_clocks]
set_input_delay [expr $clk_period * $clk_io_pct] -clock clk0 $non_clock_inputs
set_output_delay [expr $clk_period * $clk_io_pct] -clock clk0 [all_outputs]
==> results.cfg <==
; generated from flow reports
[run_status]
status = completed

[global_routing]
grt_pass1_wl_um = 3970
grt.overflow.total = 0
antenna_found_initial = 0
grt_usage = 0.0468
grt_pass1_vias = 795
grt_max_degree = 25

[yosys]
syn_inst = 120
synth-cells-yosys = 120
area_leaders = dfxtp_1, a21boi_1, nand3_1
xor_share = 0.0363
ys.flops = 29
synthAoiAreaFrac = 0.180
synth_seq_share = 0.481
netlist_area_um2 = 1210
synth_cell_types = 33
synth_simple_gate_area_share = 0.198
ys_sh_adder = 0.0311
logic_family = simple AND/OR/NAND/NOR gates
synth_top_area_share = 0.481
synth.most_common_cell = dfxtp_1
synth-edff-count = 0
top_area_cell = dfxtp_1
yosysWarnings = 4
synthMuxAreaShare = 0
flop_cell = dfxtp_1
synth-area-yosys_um2 = 1210
syn_area_per_cell_um2 = 10.1
common_cells = dfxtp_1, nand3_1, a21boi_1
async_flop_share = 0

[placed_design]
dp_slack_ns = 0.682
io_buffers = 11
dp_hpwl_um = 1600
dp.cells = 201
place_congestion = 0.804

[clock_tree]
cts_buffer_depth = 2
cts_tree = done
cts_hold_buf = 0
cts_max_level = 1
postCtsSetupRepairBufs = 0
clock_latency_ns = 0.26
cts_made_buffers = 3
clk_pin_slew_ns = 0.08
root_buffer = clkbuf_8
cts_resized = 0

[sta]
period_needed_ns = 1.69
unclocked_regs = 8
slew_violations = 0
setup_viol = 0
rsz0062_at_grt = false
fin_ws_ns = 0.908
slew_headroom = 0.632
fin_skew_ns = 0.00391
setup_tns_ns = 0
tightest_slew_ns = 0.551
holdWs_ns = 0.458
untimed_endpoints = 8
finalHoldViolCount = 0
max_freq_ghz = 0.591
period_used_share = 0.651

[worst_setup_path]
crit_fanout = 24
r2r_slack_ns = 0.91
end_kind = flop
crit_arrival_ns = 1.85
required_ns = 2.76
path_class = flop to flop
cp-start-kind = flop

[final_layout]
fillers = 670
area_delta_synth_final_pct = 15.2
drive_gt1_frac = 0.0938
fin_cells = 205
final_core_util = 0.219
regArea_um2 = 581
logic_area_um2 = 538

[drt]
viasPerCell = 4.03
antenna_cells_inserted = 0
drt-met1-wl_um = 1350
routed_wl_um = 2260
top_layer_used = met4
antenna_left = 0
routedWlPerCell_um = 11.0
met3_length_um = 55
vias = 827
wl_met2_um = 837
dr.pass1.iters = 4
drt_iter0_drc = 36
drc = 0

[power_and_ir_drop]
power_leakage_nw = 0.481
power.share.clock = 0.375
pwr-share-seq = 0.576
swShare = 0.226
p_sw_mw = 0.130
power_density_nw_per_um2 = 414
ir_drop_mv = 0.239
intPower_mw = 0.445
pwr-share-comb = 0.049

[job]
cap_violations = 0
warning_count = 25

[floorplanning]
core_um2 = 6350
fp.dieH_um = 101
rows = 29
die_w_um = 101
chipArea_um2 = 10200
initCoreUtil = 0.190
io_pins = 12

[min_path]
holdCritPathClass = flop to flop
## layout by cell type, fill, tap and decap left out, types with 3 or more instances in the layout
cell type and instances:
a21boi_1 9, a31oi_1 4, and2_1 7, clkbuf_8 3, clkdlybuf4s50_1 11, dfxtp_1 29, ha_1 3, inv_1 3
nand2_1 7, nand3_1 11, nor2_1 4, nor2_2 3, o21ai_0 8, xnor2_1 3
## routing by layer
layer  vias up  GRT usage
met5         -          0
met4         0    0.00750
met3         2    0.00832
met2        10     0.0609
met1       369     0.0776
li1        446          -
## metrics by stage
step	power (mW)	cell area, µm²
final	0.576	1390
after floorplan	0.360	1210
after detailed placement	0.368	1350
after CTS	0.583	1390
after global placement	0.367	1350
after global routing	0.608	1390
## state kept, by name, summed over array words and instances, names as in the netlist
register,cells
count,4
rx_o_data,8
rx_o_data_valid,1
register.genblk1.genblk1.first_SIPO.dout,1
rx_done,1
register.genblk1.genblk1.successive_SIPO.dout,7
data_valid,1
state,3
SIPO_count,3
## area by class of cell
class | count | share of cell area
multi-input combinational | 80 | 0.387
sequential | 29 | 0.417
tap | 77 | 0.0692
clock inverter | 1 | 0.00360
clock buffer | 3 | 0.0297
inverter | 4 | 0.0144
timing repair buffer | 11 | 0.0791
## power by group through the flow
stage     registers [mW]  clock network (mW)  logic, mW
4_1_cts            0.332               0.223     0.0284
5_1_grt            0.333               0.243     0.0320
6_report           0.332               0.216     0.0281
## cell families after synthesis
logic type / Yosys count
fa+ha+maj: 3
flops: 29
xor+xnor: 5
compound gates: 31
simple gates: 41
buf+inv: 11
## final timing paths
check	start	endpoint	cells after the start
hold / removal	count[0]	count[0]	1
setup / recovery	count[0]	data_valid	5
hold reg to reg	count[0]	count[0]	1
setup reg to reg	count[0]	data_valid	5
## critical path, stage by stage (launching register included)
cell and delay (ns):
dfxtp_1 0.36, ha_1 0.29, nand3_2 0.29, clkinv_4 0.25
nand4_1 0.15, o211a_1 0.24
No activity file was given, so power comes from the tool's default toggle rates.
